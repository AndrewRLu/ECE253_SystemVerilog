File: flow/config.mk
export PLATFORM = sky130hd
export DESIGN_NAME = processor
export DESIGN_NICKNAME = processor
export VERILOG_FILES = /design/flow/design.v
export SDC_FILE = /design/flow/constraint.sdc
export NUM_CORES = 4
export LEC_CHECK = 1
export CORE_UTILIZATION = 30
File: flow/constraint.sdc
current_design processor

set clk_period 22.1
set clk_io_pct 0.2

create_clock -name clk0 -period $clk_period [get_ports {clk}]

set non_clock_inputs [all_inputs -no_clocks]
set_input_delay [expr $clk_period * $clk_io_pct] -clock clk0 $non_clock_inputs
set_output_delay [expr $clk_period * $clk_io_pct] -clock clk0 [all_outputs]
File: flow/design.v
`timescale 1ns /1 ns
module control_path(
    input logic clk,
    input logic reset, 
    input logic run, 
    input logic [15:0] INSTRin,
    output logic R0in, R1in, Ain, Rin, IRin, 
    output logic [1:0] select, ALUOP,
    output logic done
); 
parameter mv = 2'b00, add = 2'b01, sub = 2'b10, mult = 2'b11;
logic [1:0] II;
logic M, rX, rY;
assign II = INSTRin[15:14];
assign M =  INSTRin[13];
assign rX = INSTRin[12];
assign rY = INSTRin[0];
typedef enum logic[1:0]
{
    C0 = 'd0,
    C1 = 'd1, 
    C2 = 'd2, 
    C3 = 'd3
} statetype;
statetype current_state, next_state;
always_comb begin
    case(current_state)
	C0: next_state = run? C1:C0;
        C1: next_state = done? C0:C2;
        C2: next_state = C3;
        C3: next_state = C0;
    endcase
end
always_comb begin
    R0in = 1'b0; R1in = 1'b0;
    Ain = 1'b0; Rin = 1'b0; IRin = 1'b0;
    select = 2'bxx; 
    ALUOP = 2'bxx;
    done = 1'b0;
    case(current_state)
        C0: IRin = 1;
        C1: 
        begin 
            case(II)
                mv: 
                    begin 
                        if (M == 1)
                            select = 2'b11;
                        else
                            select = rY ? 2'b10 : 2'b01;
                    R0in = !rX;
                    R1in = rX;
                    done = 1;
                    end
                add:
                    begin
                    select = rX ? 2'b10 : 2'b01;
                    Ain = 1;
                    end
                sub:
                    begin
                    select = rX ? 2'b10 : 2'b01;
                    Ain = 1;
                    end
                mult:
                    begin
                    select = rX ? 2'b10 : 2'b01;
                    Ain = 1;
                    end
                default: done = 1;
            endcase
        end
        C2: 
        begin
            case(II)
                add:
                    begin
                    Rin = 1;
                    if (M == 1)
                        select = 2'b11;
                    else
                        select = rY ? 2'b10 : 2'b01;
                    ALUOP = 2'b00;
                    end
                sub:
                    begin
                    Rin = 1;
                    if (M == 1)
                        select = 2'b11;
                    else
                        select = rY ? 2'b10 : 2'b01;
                    ALUOP = 2'b01;
                    end
                mult:
                    begin
                    Rin = 1;
                    if (M == 1)
                        select = 2'b11;
                    else
                        select = rY ? 2'b10 : 2'b01;
                    ALUOP = 2'b10;
                    end
                default: done = 1;
            endcase
        end
        C3: 
        begin
            case(II)
                add:
                    begin
                    select = 0;
                    R0in = !rX;
                    R1in = rX;
                    done = 1;
                    end
                sub:
                    begin
                    select = 0;
                    R0in = !rX;
                    R1in = rX;
                    done = 1;
                    end
                mult:
                    begin
                    select = 0;
                    R0in = !rX;
                    R1in = rX;
                    done = 1;
                    end
            endcase
        end
    endcase 
end
always_ff @(posedge clk) begin
    if(reset)
        current_state <= C0;
    else
       current_state <= next_state;
end
endmodule
module datapath(
    input logic clk, 
    input logic reset,
    input logic [15:0] INSTRin,
    input logic IRin, R0in, R1in, Ain, Rin,
    input logic [1:0] select, ALUOP,
    output logic [15:0] r0, r1, a, r  
);
    logic [15:0] ir, MUXout, ALUout;
    FF IR (clk, reset, IRin, INSTRin, ir); 
    FF R0 (clk, reset, R0in, MUXout, r0);
    FF R1 (clk, reset, R1in, MUXout, r1);
    logic [15:0] ir1;
    assign ir1 = {ir[11], ir[11], ir[11], ir[11], ir[11:0]};
    mux MUX (r, r0, r1, ir1, select, MUXout);
    FF A (clk, reset, Ain, MUXout, a);
    ALU ALU (a, MUXout, ALUOP, ALUout);
    FF R (clk, reset, Rin, ALUout, r);
endmodule
module ALU(input logic [15:0] A, B, input logic [1:0] choose, output logic [15:0] out);
    always_comb
        begin
            case(choose)
                0: out = A + B;
                1: out = A - B;
                2: out = A * B;
                default: out = 16'b0000000000000000;
            endcase
        end
endmodule
module FF(input logic clk, reset, enable, input logic [15:0] D, output logic [15:0] Q);
    always_ff @ (posedge clk)
        begin
        if (reset == 1)
            Q <= 16'b0;
        if (enable == 1)
            Q <= D;
        end
endmodule
module mux(input logic [15:0] a, b, c, d, input logic [1:0] choose, output logic [15:0] out);
    always_comb
    begin
        case(choose)
            0: out = a;
            1: out = b;
            2: out = c;
            3: out = d;
            default: out = 16'b0000000000000000;
        endcase
    end
endmodule
module processor(
    input logic [15:0] INSTRin,
    input logic reset, 
    input logic clk,
    input logic run,
    output logic done,
    output logic[15:0] r0_out,r1_out, a_out, r_out
);
logic r0in, r1in, ain, rin, irin;
logic[1:0] select, aluop;
control_path control(
   .clk(clk),
   .reset(reset), 
   .run(run), 
   .INSTRin(INSTRin),
   .R0in(r0in), 
   .R1in(r1in), 
   .Ain(ain), 
   .Rin(rin), 
   .IRin(irin), 
   .select(select), 
   .ALUOP(aluop),
   .done(done)
);
datapath data(
    .clk(clk), 
    .reset(reset),
    .INSTRin(INSTRin),
    .IRin(irin), 
    .R0in(r0in),
    .R1in(r1in), 
    .Ain(ain),
    .Rin(rin),
    .select(select), 
    .ALUOP(aluop),
    .r0(r0_out), 
    .r1(r1_out),
    .a(a_out),
    .r(r_out)
);
endmodule
File: flow/run.sh
#!/bin/bash
# OpenROAD 26Q1-2900-gdf79404cd8, Yosys 0.63+post, stock flow scripts
make -C /OpenROAD-flow-scripts/flow DESIGN_CONFIG=/design/flow/config.mk WORK_HOME=/design/flow/orfs finish
==> impl_metrics.tcl <==
# flow metrics
set metrics [dict create \
    p_leak_uw 0.004345 \
    ys_sh_mux_pct 3.623 \
    antenna_found_initial 0 \
    grt_use_total_pct 17.66 \
    warnings 26 \
    setup_viol 0 \
    hold_viol_final 0 \
    fp_util_pct 30.50 \
    cp_common_cell "fa_1" \
    p_seq_share_pct 19.8 \
    start_kind "input port" \
    synth_top_area_share_pct 26.86 \
    place_inst 1329 \
    grt_util_met2_pct 28.44 \
    synthCells 887 \
    grt.met3_usage_pct 6.275 \
    synthTopCellsByArea "edfxtp_1, fa_1, ha_1, inv_1, and2_1" \
    grt_overflow_total 0 \
    grt_pass1_wl_um 36660 \
    synth_flops 80 \
    topCombFamilyByArea "adder cells" \
    critPathRequiredTime_ps 22160 \
    crit_type "input port to register" \
    fin_tns_setup_ps 0 \
    die.size.x_um 170.3 \
    placementRows 61 \
    globalRouteMet1Util_pct 23.94 \
    grt_pass1_vias 6663 \
    drive_above_1_share_pct 5.377 \
    h-tree-depth 3 \
    clk_path_buf_depth 2 \
    relSlewSlack_pct 40.08 \
    io_pins 84 \
    layout.area.comb_um2 5498 \
    p_switching_uw 452.5 \
    num-fill-cells 2789 \
    place_congestion 0.8971 \
    place_hpwl_um 17820 \
    numClockSinks 80 \
    fin_crit_ps 11310 \
    ant_nets 0 \
    die_y_um 170.3 \
    ys_sh_simple_pct 17.20 \
    syn_to_final_growth_pct 17.94 \
    comb_power_share_pct 67.6 \
    num_vias 6272 \
    drtIter0Drc 309 \
    hold_path_class "register to register" \
    cts-resized-gates 0 \
    yosys-top-cells-count "inv_1, nor2_1, nand2_1" \
    clock.latency.late_pin_ps 330 \
    cp_slowest_stage_delay_ps 540 \
    io_buffers 83 \
    drt-vias-per-instance 4.660 \
    yosysUniqueCellTypes 63 \
    top_area_cell "edfxtp_1" \
    fin_cells 1346 \
    cts_made_buffers 9 \
    register_area_um2 2362 \
    first_pass_iters 5 \
    fin_skew_ps 4.936 \
    routed_wl_um 23220 \
    drv_slew 0 \
    synthArstFlopShare_pct 0 \
    ctsHoldBuffers 0 \
    ys_cells 887 \
    end_kind "register" \
    ff_type "edfxtp_1" \
    arrival_ps 11370 \
    cp_num_buf_inv 6 \
    ys_seq_share_pct 27.81 \
    switching_share_pct 43.44 \
    yosys_area_um2 8496 \
    min_period_over_period_pct 51.18 \
    p_int_uw 589.1 \
    core_area_um2 27860 \
    cts_tree "built" \
    avgSynthCellArea_um2 9.578 \
    synth_adder_area_share_pct 28.81 \
    drc 0 \
    most_common_cell "inv_1" \
    power_density_nw_per_um2 104.0 \
    grt_max_degree 27 \
    post-cts-setup-buffer-count 0 \
    cts-root-buf "clkbuf_16" \
    syn_area_um2 8496 \
    synthXorXnorAreaFrac_pct 7.054 \
    yosysWarnings 4 \
    ys_sh_aoi_pct 8.027 \
    critPathTopFamily "adder cells" \
    wl_per_cell_um 17.25 \
    cp_max_fo 18 \
    die_area_um2 29000 \
    cap_violations 0 \
    tightest_slew_ps 898.8 \
    clkPwrFrac_pct 12.5 \
    cpMaxStageDelayCell "fa_1" \
    ir_worst_vdd_uv 65.19 \
    rsz0062_at_grt "false" \
    path_clk_slew_ps 60 \
    fmax_mhz 88.40 \
    gr-max-usage-layer "met2" \
    edf_count 76 \
    hold_slack_ps 533.0 \
    status "complete, no violations" \
]
flip-flops by register name, summed over array words and instances (netlist names):
signal	count
data.R0.Q	16
data.A.Q	16
data.IR.Q	12
control.current_state	4
data.R1.Q	16
data.R.Q	16
area by class of cell:
type,instances,share of cell area (%)
clock inverters,5,0.2373
inverters,127,4.758
clock buffers,11,2.323
multi-input cells,645,54.87
well taps,378,4.720
diodes,1,0.02498
repair buffers,99,9.491
flip-flops and latches,80,23.58
worst register-to-register path, delay by kind of cell, from the launching register on:
family                   cells  cell delay (ps)
AND-OR/OR-AND                3              370
XOR/XNOR                     8             1410
adder cells (fa/ha/maj)      6             2900
buffers and inverters        5              600
flip-flops                   1              370
multiplexers                 2              560
AND/OR/NAND/NOR              3              450
logic make-up (layout without fill, tap and decap cells):
group | after synthesis | in the layout
buf+inv | 162 | 242
flops | 80 | 80
fa+ha+maj | 147 | 147
other cells | 0 | 1
mux | 27 | 27
xor+xnor | 62 | 62
compound gates | 102 | 102
simple gates | 307 | 307
placed cells by master, fill, tap and decap left out, types with 5 or more instances in the layout:
cell type	synthesis	routed
xor2_1	12	12
nand2b_1	15	15
edfxtp_1	76	76
o21ai_0	13	13
nor2b_1	11	11
and2_1	69	69
xnor2_1	46	46
fa_1	81	81
nand2_1	93	93
o21a_1	5	5
nor3_1	6	6
clkbuf_16	0	9
ha_1	66	66
a21oi_1	34	34
nor2_1	94	94
buf_4	2	16
clkdlybuf4s50_1	0	83
inv_1	127	127
mux2i_1	19	19
a21o_1	6	6
power groups by stage:
stage	Sequential, µW	Combinational, µW	Clock [µW]
CTS	207	713	133
global route	208	822	139
finish	207	705	130
per-stage QoR:
step           instance area [µm²]  util (%)  power [µW]  setup slack, ps
2_1_floorplan                 8496         -       741.6            11240
6_report                     10020     35.97        1042            10790
4_1_cts                      10020     35.96        1052            10780
3_3_place_gp                  9761     35.04       915.3            10470
3_5_place_dp                  9761     35.04       914.4            10450
5_1_grt                      10020     35.96        1170            10390
routing by layer:
| layer | part of all wire [%] | vias up |
|---|---|---|
| met5 | 0 | - |
| met4 | 1.6 | 0 |
| met3 | 8.9 | 26 |
| met2 | 47 | 200 |
| met1 | 43 | 3023 |
| li1 | - | 3023 |
path summary, 6_finish.rpt:
kind | to | start | slack [ps] | cells past startpoint
max | data.R.Q[15]$_SDFFCE_PN0P_ | INSTRin[15] | 10790 | 28
min | control.current_state[1]$_DFF_P_ | control.current_state[2]$_DFF_P_ | 530 | 1
max reg2reg | data.R.Q[15]$_SDFFCE_PN0P_ | control.current_state[1]$_DFF_P_ | 15150 | 27
min reg2reg | control.current_state[1]$_DFF_P_ | control.current_state[2]$_DFF_P_ | 530 | 1
Power figures rest on the tool's default switching activity, not on a simulated workload.
